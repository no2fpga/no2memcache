### /design/flow/config.mk
export PLATFORM = sky130hd
export DESIGN_NAME = mc_bus_vex
export DESIGN_NICKNAME = mc_bus_vex
export VERILOG_FILES = /design/flow/design.v
export SDC_FILE = /design/flow/constraint.sdc
export NUM_CORES = 4
export LEC_CHECK = 1
export CORE_AREA = 10 10 206 206
export DIE_AREA = 0 0 216 216
### /design/flow/constraint.sdc
current_design mc_bus_vex

set clk_period 4.5
set clk_io_pct 0.2

create_clock -name clk0 -period $clk_period [get_ports {clk}]

set non_clock_inputs [all_inputs -no_clocks]
set_input_delay [expr $clk_period * $clk_io_pct] -clock clk0 $non_clock_inputs
set_output_delay [expr $clk_period * $clk_io_pct] -clock clk0 [all_outputs]
### /design/flow/design.v
`default_nettype none
module mc_bus_vex #(
	parameter integer WB_N = 2,
	parameter integer CL = WB_N - 1,
	parameter integer DL = (32*WB_N)- 1
)(
	input  wire        i_axi_ar_valid,
	output wire        i_axi_ar_ready,
	input  wire [31:0] i_axi_ar_payload_addr,
	input  wire [ 7:0] i_axi_ar_payload_len,	 
	input  wire [ 1:0] i_axi_ar_payload_burst,	 
	input  wire [ 3:0] i_axi_ar_payload_cache,	 
	input  wire [ 2:0] i_axi_ar_payload_prot,	 
	output wire        i_axi_r_valid,
	input  wire        i_axi_r_ready,			 
	output wire [31:0] i_axi_r_payload_data,
	output wire [ 1:0] i_axi_r_payload_resp,
	output wire        i_axi_r_payload_last,	 
	input  wire        d_wb_cyc,
	input  wire        d_wb_stb,
	output reg         d_wb_ack,
	input  wire        d_wb_we,
	input  wire [29:0] d_wb_adr,
	output wire [31:0] d_wb_dat_miso,
	input  wire [31:0] d_wb_dat_mosi,
	input  wire [ 3:0] d_wb_sel,
	output wire        d_wb_err,
	input  wire [ 1:0] d_wb_bte,
	input  wire [ 2:0] d_wb_cti,
	output wire [21:0] wb_addr,
	output wire [31:0] wb_wdata,
	output wire [ 3:0] wb_wmsk,
	input  wire [DL:0] wb_rdata,
	output reg  [CL:0] wb_cyc,
	output wire        wb_we,
	input  wire [CL:0] wb_ack,
	output wire [27:0] ram_addr,
	output wire [31:0] ram_wdata,
	output wire [ 3:0] ram_wmsk,
	input  wire [31:0] ram_rdata,
	output wire        ram_we,
	output wire [27:0] req_addr_pre,	 
	output wire        req_valid,
	output wire        req_write,
	output wire [31:0] req_wdata,
	output wire [ 3:0] req_wmsk,
	input  wire        resp_ack,
	input  wire        resp_nak,
	input  wire [31:0] resp_rdata,
	input  wire clk,
	input  wire rst
);
	localparam
		ST_IDLE     = 0,
		ST_D_CACHE  = 1,
		ST_D_RAM    = 2,
		ST_D_IO     = 3,
		ST_I_PROBE  = 4,
		ST_I_ACTIVE = 5,
		ST_I_FLUSH  = 6;
	reg  [ 2:0] state;
	reg  [ 2:0] state_nxt;
	reg  ctrl_is_ibus;
	reg  ctrl_is_dbus;
	reg  ctrl_is_cache;
	reg  ctrl_is_ram;
	reg  ctrl_is_io;
	reg  [31:0] rdata_io;
	wire [31:0] rdata_mux_i;
	wire [31:0] rdata_mux_d;
	wire [ 1:0] rdata_sel;
	wire [29:0] addr_mux;
	wire        addr_sel;
	reg  [2:0] ib_addr_cnt;
	wire [2:0] ib_addr_lsb;
	wire       ib_addr_last;
	reg req_new;
	wire wb_cyc_i;
	reg  wb_ack_i;
	always @(posedge clk)
		if (rst)
			state <= ST_IDLE;
		else
			state <= state_nxt;
	always @(*)
	begin
		state_nxt = state;
		case (state)
			ST_IDLE:
				if (i_axi_ar_valid)
					state_nxt = i_axi_ar_payload_addr[30] ? ST_I_PROBE : ST_I_ACTIVE;
				else if (d_wb_cyc)
					state_nxt = d_wb_adr[29] ? ST_D_IO : (d_wb_adr[28] ? ST_D_CACHE : ST_D_RAM);
			ST_I_PROBE:
				if (resp_ack)
					state_nxt = ST_I_ACTIVE;
			ST_I_ACTIVE:
				if (ib_addr_last)
					state_nxt = ctrl_is_cache ? ST_I_FLUSH : ST_IDLE;
			ST_I_FLUSH:
				state_nxt = ST_IDLE;
			ST_D_CACHE:
				if (resp_ack)
					state_nxt = ST_IDLE;
			ST_D_RAM:
				state_nxt = ST_IDLE;
			ST_D_IO:
				if (wb_ack_i)
					state_nxt = ST_IDLE;
		endcase
	end
	always @(posedge clk)
	begin
		if (state == ST_IDLE) begin
			ctrl_is_ibus <=  i_axi_ar_valid;
			ctrl_is_dbus <= ~i_axi_ar_valid & d_wb_cyc;
			ctrl_is_cache = i_axi_ar_valid ?  i_axi_ar_payload_addr[30] : (d_wb_adr[29:28] == 2'b01);
			ctrl_is_ram   = i_axi_ar_valid ? ~i_axi_ar_payload_addr[30] : (d_wb_adr[29:28] == 2'b00);
			ctrl_is_io    = i_axi_ar_valid ? 1'b0 : d_wb_adr[29];
		end
	end
	assign rdata_sel[1] = ctrl_is_io;
	assign rdata_sel[0] = ctrl_is_ram;
	assign addr_sel = (state == ST_IDLE) ? ~i_axi_ar_valid : ctrl_is_dbus;
	always @(posedge clk)
	begin : rdata
		integer i;
		rdata_io = 32'h00000000;
		for (i=0; i<WB_N; i=i+1)
			rdata_io = rdata_io | wb_rdata[32*i+:32];
	end
	assign rdata_mux_i = rdata_sel[0] ? ram_rdata : resp_rdata;
	assign rdata_mux_d = rdata_sel[1] ? rdata_io  : rdata_mux_i;
	assign addr_mux = addr_sel ? d_wb_adr : { i_axi_ar_payload_addr[31:5], ib_addr_lsb };
	always @(posedge clk)
		ib_addr_cnt <= ib_addr_lsb;
	assign ib_addr_lsb = (state == ST_IDLE) ? 3'b000 : (ib_addr_cnt + (resp_ack | (state == ST_I_ACTIVE)));
	assign ib_addr_last = (ib_addr_cnt == 3'b111);
	assign i_axi_ar_ready = ctrl_is_cache ? (state == ST_I_FLUSH) : ib_addr_last;
	assign i_axi_r_valid = (ctrl_is_ibus & ctrl_is_cache) ? resp_ack : (state == ST_I_ACTIVE);
	assign i_axi_r_payload_data = rdata_mux_i;
	assign i_axi_r_payload_resp = 2'b00;	 
	assign i_axi_r_payload_last = 1'b0;		 
	always @(*)
	begin
		d_wb_ack = 0;
		case (state)
			ST_D_CACHE:
				d_wb_ack = resp_ack;
			ST_D_RAM:
				d_wb_ack = 1'b1;
			ST_D_IO:
				d_wb_ack = wb_ack_i;
		endcase
	end
	assign d_wb_dat_miso = rdata_mux_d;
	assign d_wb_err = 1'b0;					 
	assign req_addr_pre =  addr_mux[27:0];
	assign req_valid    =  req_new | resp_nak | ((state == ST_I_ACTIVE) & ctrl_is_cache);
	assign req_write    =  d_wb_we & (state == ST_D_CACHE);
	assign req_wdata    =  d_wb_dat_mosi;
	assign req_wmsk     = ~d_wb_sel;
	always @(posedge clk)
		req_new <= (state == ST_IDLE) && ((state_nxt == ST_I_PROBE) || (state_nxt == ST_D_CACHE));
	assign ram_addr  =  addr_mux[27:0];
	assign ram_wdata =  d_wb_dat_mosi;
	assign ram_wmsk  = ~d_wb_sel;
	assign ram_we    =  d_wb_we & (state == ST_D_RAM);
	assign wb_addr  =  d_wb_adr[21:0];
	assign wb_wdata =  d_wb_dat_mosi;
	assign wb_wmsk  = ~d_wb_sel;
	assign wb_we    =  d_wb_we;
	assign wb_cyc_i = (state == ST_IDLE) && (state_nxt == ST_D_IO);
	always @(posedge clk)
		wb_ack_i <= |wb_ack;
	always @(posedge clk)
	begin : wb_cyc_proc
		integer i;
		if (rst)
			wb_cyc <= 0;
		else
			for (i=0; i<WB_N; i=i+1)
				wb_cyc[i] <= (wb_cyc[i] & ~wb_ack[i]) | (wb_cyc_i & (d_wb_adr[25:22] == i));
	end
endmodule
### /design/flow/run.sh
#!/bin/bash
# OpenROAD 26Q1-2900-gdf79404cd8, Yosys 0.63+post, stock flow scripts
make -C /OpenROAD-flow-scripts/flow DESIGN_CONFIG=/design/flow/config.mk WORK_HOME=/design/flow/orfs finish
==> impl_metrics.csv <==
group,metric,value,unit
run_status,outcome,"finished clean",
hold_path,hp-class,"register to register",
route,wl_per_cell,15.5,um
yosys,postSynthSeqShare,26.9,%
final_timing,rsz0062_at_grt,"false",
finish,area_growth,75.7,%
critical_path,start_kind,"input pin",
final_timing,setup_violations,0,
hold_path,hold_start,"state[3]$_DFF_P_",
die,dieHeight,216,um
clock_tree,h-tree-depth,2,
clock_tree,cts_resized,0,
final_timing,fin_crit,4.00,ns
yosys,synth_cell_type_count,43,
yosys,synth-edff-count,5,
route,met3_length,2.73,mm
clock_tree,cts_buffers,5,
clock_tree,cts_tree,"yes",
clock_tree,clock-sinks,54,
power,seq_power_share,32.5,%
yosys,ys_ff,54,
yosys,yosys_area,0.00421,mm2
placed_design,port_buffers,359,
route,first_pass_iters,4,
critical_path,r2r_cells,7,
critical_path,r2r-start,"state[0]$_DFF_P_",
placed_design,dp_hpwl,15.5,mm
critical_path,crit_arrival,3.10,ns
yosys,async_reset_ff_share,0,%
clock_tree,cts_root_buf,"clkbuf_16",
final_timing,tns,0,ns
final_timing,fin_skew,0.00549,ns
yosys,flop_cell,"dfxtp_1",
critical_path,slowest_delay,0.56,ns
placed_design,pre_cts_ws,0.494,ns
finish,drive_gt1_share,20.7,%
die,core_area,0.0378,mm2
power,internal-power,1.21,mW
grt,grt_pass1_wl,25.9,mm
final_timing,worst_slew_pin_slew,0.561,ns
die,core_util_floorplan,11.1,%
grt,overflow,0,
hold_path,whs_path_depth,2,
clock_tree,clock_latency,0.33,ns
job,maxCapViolations,0,
critical_path,crit_chain,"clkdlybuf4s50_1 -> a31o_2 -> ha_1 -> ha_1 -> nor2b_1 -> a22o_1 -> clkdlybuf4s50_1",
route,num_antenna_cells,0,
route,drt.antenna.violating_nets,0,
final_timing,final-max-slew-violation-count,0,
power,clockPowerShare,27.0,%
die,ios,522,
clock_tree,clk_pin_slew,0.09,ns
die,chipArea,0.0467,mm2
critical_path,worstSetupPathType,"input pin to output pin",
route,first_iter_violations,166,
route,via_per_inst,3.22,
clock_tree,cts_hold_buffers,0,
finish,layout.cells.non_filler,1157,
power,switching_share,25.3,%
placed_design,dp.cells,1149,
yosys,netlist_instances,443,
yosys,avgSynthCellArea,9.50,um2
power,finalPower,1.62,mW
final_timing,max_slew_margin,62.3,%
final_timing,setup_ws,0.496,ns
route,post-route-drc-count,0,
power,comb_power_share,40.4,%
grt,grtUsageTotal,7.25,%
power,leakage,2.65,nW
die,fp.dieW,216,um
final_timing,timing.final.crit_share,89.0,%
power,power_switching,0.411,mW
yosys,ys_cells,443,
power,power.density,220,mW/mm2
route,routed_wl,17.9,mm
critical_path,crit_start,"resp_ack",
grt,grt_max_degree,33,
job,warning_count,55,
placed_design,gp_congestion,0.828,
critical_path,endpoint_kind,"output pin",
route,wl_met2,7.69,mm
critical_path,crit_slowest_cell,"clkdlybuf4s50_1",
yosys,syn_area,0.00421,mm2
route,drt-met1-wl,7.01,mm
yosys,synth_warnings,1,
die,num_rows,71,
critical_path,required,3.60,ns
route,highest_layer,"met4",
grt,grt_pass1_vias,4201,
final_timing,max_freq,250,MHz
route,via_count,3722,
power,vdd_drop_max,133,uV
clock_tree,clockBufferDepth,2,
final_timing,final_hold_viol_count,0,
critical_path,cp_max_fo,8,
final_timing,timing.hold.ws,0.578,ns
grt,antenna_found_initial,1,
clock_tree,cts_setup_buffers,0,
==> state kept, by name, summed over array words and instances, names as in the netlist, named ones only <==
register and flops:
wb_ack_i 1, ctrl_is_dbus 1, state 7, ctrl_is_ibus 1, rdata_io 32, ctrl_is_ram 1, wb_cyc 2, ib_addr_cnt 3
ctrl_is_cache 1, ctrl_is_io 1, req_new 1
==> layout by cell type, fill, tap and decap left out, types with 2 or more instances in the layout <==
master / n
a22o_1: 2
mux2_2: 80
o21ai_0: 5
conb_1: 4
edfxtp_1: 5
a21o_1: 3
clkbuf_16: 5
and2_1: 3
o31ai_1: 2
or3_1: 6
nand2_1: 7
nor4_1: 3
nor3_1: 2
mux2_1: 11
inv_1: 9
a21oi_1: 4
dfxtp_1: 49
or2_2: 34
buf_4: 4
nand3_1: 2
nand2b_1: 2
nor2_1: 12
clkdlybuf4s50_1: 359
nor3b_1: 4
ha_1: 2
nor2b_1: 7
a31oi_1: 2
==> logic make-up after synthesis <==
group / Yosys count / share of synthesized area (%)
xor+xnor: 2 / 0.416
simple gates: 85 / 11.7
buf+inv: 181 / 30.8
fa+ha+maj: 2 / 0.595
compound gates: 27 / 5.15
flops: 54 / 26.9
mux: 91 / 24.4
other cells: 1 / 0.0891
==> cell type report <==
class	instances	area [um2]
fill	4140	30400
timing repair buffer	364	3640
multi-input combinational	211	1790
sequential	54	1130
tap	511	639
clock buffer	5	125
inverter	9	33.8
clock inverter	3	28.8
==> power groups by stage <==
stage	clock [mW]	combinational [mW]	sequential, mW
6_report	0.439	0.657	0.528
4_1_cts	0.480	0.674	0.528
5_1_grt	0.489	0.713	0.531
==> path summary, 6_finish.rpt <==
| check | endpoint | slack (ns) |
|---|---|---|
| worst max register to register | req_new$_DFF_P_ | 2.85 |
| worst min register to register | state[0]$_DFF_P_ | 0.58 |
| worst max-delay path | ram_addr[1] | 0.50 |
| worst min-delay path | state[0]$_DFF_P_ | 0.58 |
==> metrics by stage <==
stage	utilization (%)	area, um2
finish	19.6	7390
global route	19.6	7390
CTS	19.6	7390
detailed placement	19.2	7240
global placement	19.2	7240
floorplan	-	4220
==> layer usage <==
| layer | up-vias | global-route usage [%] |
|---|---|---|
| met2 | 347 | 11.4 |
| li1 | 1733 | - |
| met1 | 1619 | 8.13 |
| met4 | 0 | 1.58 |
| met5 | - | 0 |
| met3 | 23 | 4.58 |
==> critical path: cells and delay by family <==
kind | cells | cell delay (ns)
AOI/OAI and AO/OA | 2 | 0.53
adders and majority gates | 2 | 0.45
buffers and inverters | 2 | 1.07
and+or+nand+nor | 1 | 0.16
==> synth_stat cells, drive strengths merged, types with 3 or more instances <==
cell type | n | area share (%)
nor2b | 7 | 1.0
or2 | 34 | 5.1
nand2 | 7 | 0.62
edfxtp | 5 | 3.6
or3 | 6 | 0.89
o21ai | 6 | 0.80
mux2 | 91 | 24
nor2 | 12 | 1.1
nand3 | 3 | 0.48
buf | 170 | 30
and2 | 3 | 0.45
inv | 9 | 0.80
a21o | 3 | 0.54
dfxtp | 49 | 23
nor4 | 3 | 0.45
a21oi | 4 | 0.48
nor3b | 4 | 0.71
No activity file was given, so power comes from the tool's default toggle rates.
